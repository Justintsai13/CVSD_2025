==> /design/flow/design.v <==
module regfile_fp #(
    parameter DATA_WIDTH = 32,
    parameter ADDR_WIDTH = 32
) (
    input i_clk,
    input i_rst_n,
    input [4:0] i_read_addr1,
    input [4:0] i_read_addr2,
    input i_wen,
    input [4:0] i_write_addr,
    input [DATA_WIDTH-1:0] i_write_data,
    output [DATA_WIDTH-1:0] o_f1,
    output [DATA_WIDTH-1:0] o_f2
);
reg [DATA_WIDTH-1:0] reg_fp [0:31];
integer i;
assign o_f1 = reg_fp[i_read_addr1];
assign o_f2 = reg_fp[i_read_addr2];
always @(posedge i_clk or negedge i_rst_n) begin
    if (!i_rst_n) begin
        for (i = 0; i < 32; i = i + 1) reg_fp[i] <= {DATA_WIDTH{1'b0}};
    end else begin
        if (i_wen) reg_fp[i_write_addr] <= i_write_data;
    end
end
endmodule
==> /design/flow/run.sh <==
#!/bin/bash
# OpenROAD 26Q1-2900-gdf79404cd8, Yosys 0.63+post, stock flow scripts
make -C /OpenROAD-flow-scripts/flow DESIGN_CONFIG=/design/flow/config.mk WORK_HOME=/design/flow/orfs finish
==> /design/flow/config.mk <==
export PLATFORM = sky130hd
export DESIGN_NAME = regfile_fp
export DESIGN_NICKNAME = regfile_fp
export VERILOG_FILES = /design/flow/design.v
export SDC_FILE = /design/flow/constraint.sdc
export NUM_CORES = 4
export LEC_CHECK = 1
export CORE_UTILIZATION = 40
==> /design/flow/constraint.sdc <==
current_design regfile_fp

set clk_period 12.4
set clk_io_pct 0.2

create_clock -name clk0 -period $clk_period [get_ports {i_clk}]

set non_clock_inputs [all_inputs -no_clocks]
set_input_delay [expr $clk_period * $clk_io_pct] -clock clk0 $non_clock_inputs
set_output_delay [expr $clk_period * $clk_io_pct] -clock clk0 [all_outputs]
==> run notes <==
* **result of the run** complete, no violations
* **critical path peak fanout** 35
* **Leakage** 25.6 nW
* **CTS-repair resized insts** 0
* **yosys stat area** 51900 sq um
* **final setup vio count** 0
* **final HPWL from detailed placement** 174000 microns
* **layout overhead on the synthesized area** 15.0%
* **horizontal die size** 362 microns
* **FP Rows** 131
* **startpoint types** input pin
* **count of state elements after synthesis** 1024
* **largest net degree at the start of global routing** 124
* **Avg Cell Area, Syn** 11.8 sq um
* **wire length of the first global-routing pass** 384000 microns
* **number of antenna violations at the first check in global routing** 24
* **vias in the first global route** 44800
* **IO Count** 114
* **Hold Vio Cnt, Final** 0
* **TritonRoute pass-1 iters** 9
* **clock period minus worst slack** 9.75 ns
* **fin util** 0.466
* **Via density** 7.37
* **predominant post-synthesis flop cell** dfrtp_1
* **CTS Buf Count** 112
* **number of distinct library cells after synthesis** 70
* **Reg with most FFs** reg_fp
* **Post-synth ARST share** 1.00
* **WHS** 0.532 ns
* **most common cell after layout, fill and taps aside** mux2_2
* **Placement Setup Slack** 3.05 ns
* **cell area power density** 166 nW/um^2
* **total cells reported by yosys after synthesis** 4394
* **Crit path arrival time** 7.27 ns
* **TritonCTS sink count** 1024
* **post-synth tally of flip-flops with integrated enable** 0
* **antenna violation net count after detailed routing** 0
* **Max-slew headroom** 0.0505
* **Die Footprint** 131000 sq um
* **clock tree from TritonCTS** yes
* **fraction of layout instances using a drive strength above 1** 0.354
* **Clk pin slew, worst setup/hold paths** 0.06 ns
* **reg-to-reg startpoint** reg_fp[20][31]
* **critical path required time** 9.92 ns
* **critical path class** input pin to output port
* **hold_sp** reg_fp[12][5]
* **Netlist Area Pre-Place** 51900 sq um
* **Total Neg Setup Slack** 0 ns
* **wirelength, routed** 283000 microns
* **count of tool warnings** 44
* **core region area** 128000 sq um
* **Setup WS post-layout** 2.65 ns
* **kind of end point of the critical path** output port
* **buffers added on ports** 113
* **hold crit path type** flop to flop
* **clock network latency to the later pin of the worst-skew pair** 0.77 ns
* **number of standard cells after synthesis** 4394
* **total congestion overflow after global routing** 0
* **CTS H-Tree Depth** 3
* **number of max-cap violations** 0
* **post-route DRC violation count** 0
* **FP Util** 0.405
* **count of filler cells inserted in the layout** 11500
* **post-CTS setup repair buffer count** 0
* **maximum buffer depth of the clock tree** 3
* **# hold bufs at CTS** 0
* **max FFs per register** 1024
* **post-route clock skew** 0 ns
* **y dimension of the die** 362 microns
* **number of warning messages in the yosys log** 2
* **via count** 46300
* **detailed router's first-iteration violation count** 6290
* **final weighted congestion of routability-driven global placement** 1.09
* **average wire per cell in the routed design** 45.0 microns
* **crit path from** i_read_addr2[0]
* **part of the Yosys area used for sequential elements** 0.493
* **total global-route track usage** 0.447
* **setup repair after global routing missed its margin** false
* **fmax** 0.103 GHz
* **peak ir drop on the vdd network** 0.122 mV
* **most used cells in the layout excluding fill and tap cells** mux2_2, dfrtp_1, a22oi_1, buf_4, nand2_1
* **final cycle utilization of the critical path** 0.786
* **final number of max-transition violations** 0
* **CTS root buffer** clkbuf_16
* **Largest regs** reg_fp (1024)
* **Worst Max-Slew Pin Slew** 1.42 ns
final timing paths:
| kind | to | slack (ns) | cells past startpoint |
|---|---|---|---|
| min in group asynchronous | reg_fp[16][10] | 1.72 | 1 |
| worst max register to register | reg_fp[20][31] | 11.47 | 1 |
| worst min-delay path | reg_fp[12][5] | 0.53 | 1 |
| worst min register to register | reg_fp[12][5] | 0.53 | 1 |
| max in group asynchronous | reg_fp[23][24] | 7.96 | 4 |
| worst max-delay path | o_f2[20] | 2.65 | 11 |
area by class of cell:
type                    count  area (sq um)  share of cell area
multi-input cells        2939         24900               0.416
flip-flops and latches   1024         25600               0.429
repair buffers            347          2880              0.0482
inverters                   3          11.3            0.000188
well taps                1729          2160              0.0362
diodes                     35          87.6             0.00147
clock inverters            50           803              0.0134
clock buffers             156          3310              0.0555
Yosys cell counts, drive strengths merged (6+ instances only):
| library cell | count | area share |
|---|---|---|
| nand3 | 44 | 0.0042 |
| nor3b | 7 | 0.0011 |
| o21ai | 30 | 0.0029 |
| o2111ai | 6 | 0.0010 |
| and4 | 7 | 0.0012 |
| a222oi | 24 | 0.0046 |
| nor3 | 65 | 0.0072 |
| a22o | 54 | 0.0091 |
| nand2b | 18 | 0.0022 |
| a21oi | 79 | 0.0076 |
| o32a | 16 | 0.0031 |
| or3 | 12 | 0.0014 |
| nor2b | 19 | 0.0023 |
| nand2 | 213 | 0.015 |
| a221oi | 40 | 0.0067 |
| mux2 | 1052 | 0.23 |
| clkbuf | 173 | 0.013 |
| and3 | 11 | 0.0013 |
| nand4 | 93 | 0.011 |
| and2 | 8 | 0.00096 |
| dfrtp | 1024 | 0.49 |
| nand3b | 7 | 0.0012 |
| a2111oi | 17 | 0.0029 |
| mux2i | 61 | 0.012 |
| buf | 255 | 0.025 |
| a32oi | 23 | 0.0039 |
| a31oi | 27 | 0.0033 |
| o211ai | 9 | 0.0013 |
| o22ai | 11 | 0.0013 |
| nor4 | 27 | 0.0033 |
| a211oi | 7 | 0.0010 |
| a22oi | 692 | 0.10 |
| o22a | 7 | 0.0012 |
| nor2 | 194 | 0.015 |
power breakdown:
part / internal (mW) / switching, mW
Sequential: 3.99 / 0.723
Clock: 2.27 / 1.49
Combinational: 0.752 / 0.705
Total: 7.01 / 2.92
cells by family after synthesis:
family,count (synthesis),share of synthesized area
compound gates,1074,0.155
mux,1117,0.242
flops,1024,0.493
simple gates,748,0.0719
buf+inv,431,0.0381
per-stage QoR:
| stage | total power, mW | instances | area, sq um |
|---|---|---|---|
| floorplan | 5.29 | 4394 | 51900 |
| global placement | 6.11 | 6042 | 55600 |
| detailed placement | 6.13 | 6042 | 55600 |
| CTS | 9.86 | 6248 | 59700 |
| global route | 10.2 | 6253 | 59700 |
| finish | 9.94 | 6283 | 59800 |
metal layers:
layer / track usage / vias up / share of wire
li1: - / 17000 / -
met1: 0.549 / 23100 / 0.34
met2: 0.574 / 4540 / 0.39
met3: 0.291 / 1584 / 0.17
met4: 0.292 / 34 / 0.091
met5: 0.0248 / - / 0.0018
critical path, stage by stage:
cell	delay (ns)
buf_2	0.08
buf_4	0.44
buf_4	0.65
nand3_1	0.63
nor2_4	0.90
buf_4	0.62
a22oi_1	0.24
and4_1	0.24
nand4_1	0.10
o22a_1	0.22
clkdlybuf4s50_1	0.50
Power is estimated from default activity; no workload was simulated.
